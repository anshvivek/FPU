==> ./design.v <==
module priority_encoder_32(
			input [24:0] significand,
			input [7:0] Exponent_a,
			output reg [24:0] Significand,
			output [7:0] Exponent_sub
			);
reg [4:0] shift;
always @(significand)
begin
	casex (significand)
		25'b1_1xxx_xxxx_xxxx_xxxx_xxxx_xxxx :	begin
													Significand = significand;
									 				shift = 5'd0;
								 			  	end
		25'b1_01xx_xxxx_xxxx_xxxx_xxxx_xxxx : 	begin						
										 			Significand = significand << 1;
									 				shift = 5'd1;
								 			  	end
		25'b1_001x_xxxx_xxxx_xxxx_xxxx_xxxx : 	begin						
										 			Significand = significand << 2;
									 				shift = 5'd2;
								 				end
		25'b1_0001_xxxx_xxxx_xxxx_xxxx_xxxx : 	begin 							
													Significand = significand << 3;
								 	 				shift = 5'd3;
								 				end
		25'b1_0000_1xxx_xxxx_xxxx_xxxx_xxxx : 	begin						
									 				Significand = significand << 4;
								 	 				shift = 5'd4;
								 				end
		25'b1_0000_01xx_xxxx_xxxx_xxxx_xxxx : 	begin						
									 				Significand = significand << 5;
								 	 				shift = 5'd5;
								 				end
		25'b1_0000_001x_xxxx_xxxx_xxxx_xxxx : 	begin						 
									 				Significand = significand << 6;
								 	 				shift = 5'd6;
								 				end
		25'b1_0000_0001_xxxx_xxxx_xxxx_xxxx : 	begin						 
									 				Significand = significand << 7;
								 	 				shift = 5'd7;
								 				end
		25'b1_0000_0000_1xxx_xxxx_xxxx_xxxx : 	begin						 
									 				Significand = significand << 8;
								 	 				shift = 5'd8;
								 				end
		25'b1_0000_0000_01xx_xxxx_xxxx_xxxx : 	begin						 
									 				Significand = significand << 9;
								 	 				shift = 5'd9;
								 				end
		25'b1_0000_0000_001x_xxxx_xxxx_xxxx : 	begin						 
									 				Significand = significand << 10;
								 	 				shift = 5'd10;
								 				end
		25'b1_0000_0000_0001_xxxx_xxxx_xxxx : 	begin						 
									 				Significand = significand << 11;
								 	 				shift = 5'd11;
								 				end
		25'b1_0000_0000_0000_1xxx_xxxx_xxxx : 	begin						 
									 				Significand = significand << 12;
								 	 				shift = 5'd12;
								 				end
		25'b1_0000_0000_0000_01xx_xxxx_xxxx : 	begin						 
									 				Significand = significand << 13;
								 	 				shift = 5'd13;
								 				end
		25'b1_0000_0000_0000_001x_xxxx_xxxx : 	begin						 
									 				Significand = significand << 14;
								 	 				shift = 5'd14;
								 				end
		25'b1_0000_0000_0000_0001_xxxx_xxxx  : 	begin						 
									 				Significand = significand << 15;
								 	 				shift = 5'd15;
								 				end
		25'b1_0000_0000_0000_0000_1xxx_xxxx : 	begin						 
									 				Significand = significand << 16;
								 	 				shift = 5'd16;
								 				end
		25'b1_0000_0000_0000_0000_01xx_xxxx : 	begin						 
											 		Significand = significand << 17;
										 	 		shift = 5'd17;
												end
		25'b1_0000_0000_0000_0000_001x_xxxx : 	begin						 
									 				Significand = significand << 18;
								 	 				shift = 5'd18;
								 				end
		25'b1_0000_0000_0000_0000_0001_xxxx : 	begin						 
									 				Significand = significand << 19;
								 	 				shift = 5'd19;
												end
		25'b1_0000_0000_0000_0000_0000_1xxx :	begin						 
									 				Significand = significand << 20;
								 					shift = 5'd20;
								 				end
		25'b1_0000_0000_0000_0000_0000_01xx : 	begin						 
									 				Significand = significand << 21;
								 	 				shift = 5'd21;
								 				end
		25'b1_0000_0000_0000_0000_0000_001x : 	begin						 
									 				Significand = significand << 22;
								 	 				shift = 5'd22;
								 				end
		25'b1_0000_0000_0000_0000_0000_0001 : 	begin						 
									 				Significand = significand << 23;
								 	 				shift = 5'd23;
								 				end
		25'b1_0000_0000_0000_0000_0000_0000 : 	begin						 
								 					Significand = significand << 24;
							 	 					shift = 5'd24;
								 				end
		default : 	begin
						Significand = (~significand) + 1'b1;
						shift = 8'd0;
					end
	endcase
end
assign Exponent_sub = Exponent_a - shift;
endmodule
==> ./run.sh <==
#!/bin/bash
# OpenROAD 26Q1-2900-gdf79404cd8, Yosys 0.63+post, stock flow scripts
make -C /OpenROAD-flow-scripts/flow DESIGN_CONFIG=/design/flow/config.mk WORK_HOME=/design/flow/orfs finish
==> ./config.mk <==
export PLATFORM = sky130hd
export DESIGN_NAME = priority_encoder_32
export DESIGN_NICKNAME = priority_encoder_32
export VERILOG_FILES = /design/flow/design.v
export SDC_FILE = /design/flow/constraint.sdc
export NUM_CORES = 4
export LEC_CHECK = 1
export CORE_UTILIZATION = 40
==> ./constraint.sdc <==
current_design priority_encoder_32

set clk_period 8.1
set clk_io_pct 0.2

create_clock -name clk0 -period $clk_period

set non_clock_inputs [all_inputs -no_clocks]
set_input_delay [expr $clk_period * $clk_io_pct] -clock clk0 $non_clock_inputs
set_output_delay [expr $clk_period * $clk_io_pct] -clock clk0 [all_outputs]
==> deck_impl_summary.md <==
Implementation Results

Detailed routing
  – Antenna viol nets, final: 0
  – DR pass1 iterations: 9
  – DRC Markers: 0
  – Post-Route WL: 14.77 mm
  – DR iter-0 viols: 773
  – Routed length per instance: 23.26 µm
  – Vias: 4487
  – DR vias/cell: 7.066

Die
  – Core area: 7687 µm²
  – Chip Height: 90.94 µm
  – Die width: 90.94 µm
  – Core Util at FP: 0.4116
  – Rows: 32
  – Chip area: 8270 µm²
  – Io pins: 66

Timing
  – Slew HR: 0.4171
  – Final worst slack: 0.5633 ns
  – Maximum clock rate: 132.7 MHz
  – Period utilization: 0.9305
  – Min Clock Period, post-route: 7.537 ns
  – Setup Viol. Count Final: 0
  – RSZ-0062 raised after global routing: no
  – Slew @ Worst Pin: 0.8744 ns
  – Pins Over Slew Limit: 0
  – Setup total negative slack: 0 ns
  – Final Hold Vio Count: 0

Critical path
  – Worst endpoint data arrival time: 5.92 ns
  – Cells along the critical path: clkdlybuf4s50_1 -> or4b_1 -> nor4_2 -> and4_1 -> nor2_1 -> nand3_1 -> ha_1 -> inv_1 -> fa_1 -> a21o_1 -> a21o_1 -> a211oi_1 -> xor2_1 -> clkdlybuf4s50_1
  – Worst Setup End Kind: output port
  – Worst Path Buf+Inv: 3
  – Slowest stage cell, crit path: clkdlybuf4s50_1
  – Critical path depth in cells: 14
  – Worst Path Max Fanout: 12
  – CP required: 6.48 ns
  – CP max stage delay: 0.70 ns
  – CP top delay family: simple AND/OR/NAND/NOR gates
  – CP startpoint kind: input pin
  – Type of the worst setup path: in2out

Yosys
  – Synth Cell Area: 3164 µm²
  – Synth cell types: 64
  – Syn Inst Count: 493
  – Cell type with the largest total area: nand2_1
  – Yosys cell count: 493
  – Chip Area, Yosys: 3164 µm²
  – Yosys warns: 1
  – Share of the synthesized area in the top cell type: 0.08185
  – Top cells, area: nand2_1 (8.2%), a22oi_1 (8.1%), a222oi_1 (7.3%)
  – Syn avg cell area: 6.418 µm²
  – Seq share, synth: 0

Power
  – Worst vdd ir: 0.02907 mV
  – Leak: 1.434 nW
  – Sw frac: 0.5116
  – Sw power: 0.00008907 W
  – Power per Cell Area: 43.52 nW/µm²
  – Int Pwr: 0.00008502 W

Finish
  – Layout Utilization: 0.5203
  – Top Layout Cells: nand2_1 (69), clkdlybuf4s50_1 (66), buf_4 (41)
  – Registers: 0
  – Share of layout cells above drive strength 1: 0.1222
  – Design Area, Final: 4000 µm²
  – Filler instances: 792
  – # clk buffers: 0
  – Register area: 0 µm²
  – Synthesis-to-layout area growth: 26.41%
  – Most numerous logic cell after layout: nand2_1
  – Gate Area: 2853 µm²

Placement
  – Routability Congestion: 1.038
  – Detailed placement HPWL: 10.19 mm
  – Placed instance area: 3998 µm²
  – Pre-CTS setup slack: 0.6239 ns
  – Port buffer count: 66

Hold path
  – Worst Hold Class: in2out
  – Min-Delay Path Depth: 3

GRT
  – GRT Residual Overflow: 0
  – GRT Total Usage: 0.3634
  – Largest net degree at the start of global routing: 29
  – First-pass GRT wire length: 23.65 mm
  – Vias in the first global route: 4088
  – Antenna violations before repair: 1

Job
  – Max cap viols: 0
  – Log Warnings: 33

Outcome
  – Outcome: complete, no violations

Clock tree
  – # resized after CTS: 0
  – Post-CTS setup buffer count: 0
  – Hold buffer count at CTS: 0
[power groups by stage]
| stage | combinational, W | sequential (W) | clock [W] |
|---|---|---|---|
| 5_1_grt | 0.000187 | 0 | 0 |
| 4_1_cts | 0.000171 | 0 | 0 |
[worst paths after layout]
path / endpoint / startpoint / slack [ns]
setup / recovery: Exponent_sub[6] / significand[24] / 0.56
hold / removal: Exponent_sub[7] / Exponent_a[7] / 4.19
[worst min-delay path, stage by stage]
cell             delay (ns)
clkdlybuf4s50_1        0.47
xnor2_1                0.07
clkdlybuf4s50_1        0.41
[cell usage after synthesis, types with 3 or more instances]
cell type / instances
o2111ai_1: 3
ha_1: 7
nor4_1: 20
nand2b_1: 3
a22o_1: 21
o211ai_1: 7
and2_1: 3
nand3_1: 20
a21oi_1: 7
buf_1: 4
nor2b_1: 3
clkbuf_1: 52
a211oi_1: 5
o21ai_0: 14
nor3_2: 3
a222oi_1: 23
or3_1: 7
a21o_1: 6
a221o_1: 4
a221oi_1: 18
inv_1: 13
nor3_1: 20
xnor2_1: 12
nor3b_1: 3
or4b_2: 3
or4_1: 4
and4_1: 5
nand4_1: 6
buf_2: 10
nor2_1: 26
nand2_1: 69
a22oi_1: 34
and3_1: 5
xor2_1: 16
[kinds of logic after synthesis]
kind of cell,count (synthesis),synth area share
AND-OR/OR-AND,152,0.3859
XOR/XNOR,28,0.07750
adder cells (fa/ha/maj),8,0.03400
buffers and inverters,81,0.1036
AND/OR/NAND/NOR,224,0.3990
[cell type report]
class,count,area share
Multi-Input combinational cell,412,0.7132
Timing Repair Buffer,107,0.2421
Tap cell,102,0.03190
Inverter,13,0.01220
Antenna cell,1,0.0006256
[routing by layer]
layer,global-route usage,wire (µm),up-vias
met3,0.05952,1799,44
li1,-,-,2017
met2,0.5429,6312,370
met1,0.5375,6206,2056
met4,0.1045,451,0
met5,0,0,-
[stage by stage]
step / std cells / power [W] / hold WS, ns
3_3_place_gp: 634 / 0.0001714 / 4.191
5_1_grt: 634 / 0.0001871 / 4.197
3_5_place_dp: 634 / 0.0001698 / 4.193
6_report: 635 / 0.0001741 / 4.189
4_1_cts: 634 / 0.0001708 / 4.194
2_1_floorplan: 493 / 0.00008276 / 3.269
Power figures rest on the tool's default switching activity, not on a simulated workload.
